==> ./design.v <==
module ALUctr (
    input  [6:0] opcode,       
    input  [2:0] funct3,       
    input  [6:0] funct7,       
    output reg [4:0] ALUop      
);
    localparam ALU_ADD  = 5'b00000;
    localparam ALU_SUB  = 5'b00001;
    localparam ALU_SLL  = 5'b00010;
    localparam ALU_SLT  = 5'b00011;
    localparam ALU_SLTU = 5'b00100;
    localparam ALU_XOR  = 5'b00101;
    localparam ALU_SRL  = 5'b00110;
    localparam ALU_SRA  = 5'b00111;
    localparam ALU_OR   = 5'b01000;
    localparam ALU_AND  = 5'b01001;
    localparam ALU_BEQ  = 5'b01010;
    localparam ALU_BNE  = 5'b01011;
    localparam ALU_BLT  = 5'b01100;
    localparam ALU_BGE  = 5'b01101;
    localparam ALU_BLTU = 5'b01110;
    localparam ALU_BGEU = 5'b01111;
    always @(*) begin
        case (opcode)
            7'b0110011:  
                begin
                    case (funct3)
                        3'b000:  
                            ALUop = (funct7[5] == 1'b1) ? ALU_SUB : ALU_ADD;
                        3'b001: ALUop = ALU_SLL;  
                        3'b010: ALUop = ALU_SLT;  
                        3'b011: ALUop = ALU_SLTU;  
                        3'b100: ALUop = ALU_XOR;  
                        3'b101:  
                            ALUop = (funct7[5] == 1'b1) ? ALU_SRA : ALU_SRL;
                        3'b110: ALUop = ALU_OR;
                        3'b111: ALUop = ALU_AND;
                        default: ALUop = ALU_ADD;   
                    endcase
                end
            7'b0010011:  
                begin
                    case (funct3)
                        3'b000: ALUop = ALU_ADD;    
                        3'b010: ALUop = ALU_SLT;    
                        3'b011: ALUop = ALU_SLTU;   
                        3'b100: ALUop = ALU_XOR;    
                        3'b110: ALUop = ALU_OR;     
                        3'b111: ALUop = ALU_AND;    
                        3'b001: ALUop = ALU_SLL;    
                        3'b101:  
                            ALUop = (funct7[5] == 1'b1) ? ALU_SRA : ALU_SRL;
                        default: ALUop = ALU_ADD; 
                    endcase
                end
            7'b1100011:  
                case (funct3)
                    3'b000: ALUop = ALU_BEQ;
                    3'b001: ALUop = ALU_BNE;
                    3'b100: ALUop = ALU_BLT;
                    3'b101: ALUop = ALU_BGE;
                    3'b110: ALUop = ALU_BLTU;
                    3'b111: ALUop = ALU_BGEU;
                    default: ALUop = ALU_ADD;
                endcase
            default:
                ALUop = ALU_ADD;  
        endcase
    end
endmodule
==> ./run.sh <==
#!/bin/bash
# OpenROAD 26Q1-2900-gdf79404cd8, Yosys 0.63+post, stock flow scripts
make -C /OpenROAD-flow-scripts/flow DESIGN_CONFIG=/design/flow/config.mk WORK_HOME=/design/flow/orfs finish
==> ./config.mk <==
export PLATFORM = sky130hd
export DESIGN_NAME = ALUctr
export DESIGN_NICKNAME = ALUctr
export VERILOG_FILES = /design/flow/design.v
export SDC_FILE = /design/flow/constraint.sdc
export NUM_CORES = 4
export LEC_CHECK = 1
export CORE_AREA = 10 10 70 70
export DIE_AREA = 0 0 80 80
==> ./constraint.sdc <==
current_design ALUctr

set clk_period 2.5
set clk_io_pct 0.2

create_clock -name clk0 -period $clk_period

set non_clock_inputs [all_inputs -no_clocks]
set_input_delay [expr $clk_period * $clk_io_pct] -clock clk0 $non_clock_inputs
set_output_delay [expr $clk_period * $clk_io_pct] -clock clk0 [all_outputs]
==> impl_metrics.ini <==
; synthesis and place-and-route metrics
[place]
dp_slack_ns = -0.2790
place.gp.congestion = 0.7020
placed_cells = 86
io_buffers = 15
dp_hpwl_um = 691.8
placed_area_sq_um = 397.9

[yosys]
ys_cells = 26
syn-instance-count = 26
ys_types = 22
synth_area_sq_um = 201.4
yosys_warnings = 1
yosys.stat.chipArea_sq_um = 201.4
postSynthSeqShare_pct = 0
syn_area_per_cell_sq_um = 7.748

[worst_setup_path]
cp-end-kind = output port
cp_cell_sequence = clkdlybuf4s50_1 -> and4bb_4 -> buf_4 -> nand2_2 -> o311ai_4 -> dlygate4sd2_1
startpoint_type = primary input
cp_max_fo = 6
cp_slowest_stage_delay_ns = 0.39
worstSetupPathType = primary input to output port
cp.arrival_ns = 1.90
crit_slowest_cell = clkdlybuf4s50_1
worstPathRequired_ns = 2.00

[finish]
flop-count = 0
fill_cells = 405
clock_buffers = 0
stdcell_count = 89
fin_util_pct = 13.19
lay_top_count = clkdlybuf4s50_1
drive_gt1_share_pct = 34.88
syn_to_final_growth_pct = 123.6
postLayoutCellArea_sq_um = 450.4
final_cell_mix = clkdlybuf4s50_1, dlygate4sd2_1, o211ai_1
flop_area_sq_um = 0

[floorplanning]
row_count = 21
die_h_um = 80
io_pins = 22
fp_util_pct = 5.897
dieArea_sq_mm = 0.006400
core_sq_mm = 0.003416
fp.dieW_um = 80

[power_and_ir_drop]
powerDensity_mw_per_mm2 = 93.18
total_power_mw = 0.04197
power.leakage_nw = 0.1680
peakVddDrop_mv = 0.04645

[worst_hold_path]
holdPathStages = 4
min_to = ALUop[3]
hp-start = funct3[1]
hold_path_class = primary input to output port

[routing]
drt_iter0_drc = 3
antenna_cells = 0
vias_per_cell = 2.978
avgRoutedWirePerCell_um = 9.045
drc_errors = 0
drt_wl_total_um = 805
drt-pass1-iter-count = 2
dr_total_vias = 265
ant_nets = 0

[global_route]
track_usage_pct = 2.378
antenna_found_initial = 0
grt_max_degree = 9
first_global_vias = 239
grt_overflow = 0
grt_pass1_wl_um = 1242

[sta]
layout_setup_ws_ns = 0.09560
rsz0062_at_grt = true
tns_ns = 0
fin_crit_ns = 2.404
max_freq_mhz = 415.9
finalCritPeriodShare_pct = 96.18
hold_viol = 0
finalSetupViolCount = 0
drv_slew = 0
hold_slack_ns = 1.755

[run]
max-cap-violations = 0
openroad.warnings = 39

[clock_tree]
cts_hold_buf = 0

[status]
status = complete, no violations
==> power breakdown <==
group          leakage, nW  switching, mW  internal (mW)
registers                0              0              0
clock network            0              0              0
logic                0.168         0.0168         0.0251
==> worst max path at each step <==
stage / start / end / slack [ns] / cells after the start
after CTS: opcode[3] / ALUop[0] / 0.02 / 6
after global routing: funct3[2] / ALUop[1] / -0.03 / 5
final: opcode[2] / ALUop[1] / 0.1 / 6
==> what timing repair did <==
action / 4_1_cts / 5_1_grt
setup buffers: 2 / 1
gates resized: 12 / 3
pin swaps: 2 / 1
setup endpoints to repair: 4 / 1
==> per-layer routing <==
metal | up-vias | global-route usage [%] | share of wire (%)
met5 | - | 0 | 0
met4 | 0 | 0 | 0
met3 | 0 | 0.5682 | 8.0
met2 | 15 | 2.087 | 24
met1 | 118 | 4.746 | 68
li1 | 132 | - | -
==> cell usage after synthesis <==
cell,number,area share (%)
o211ai_1,3,11
nand2_2,2,6.2
nor3b_1,2,7.5
a21oi_1,1,2.5
a22o_1,1,4.3
and2_1,1,3.1
and2b_2,1,4.3
and3b_2,1,5.0
and4bb_1,1,6.2
buf_4,1,3.7
buf_6,1,5.6
conb_1,1,1.9
inv_1,1,1.9
nand2_1,1,1.9
nand3_1,1,2.5
nand3_2,1,5.0
nor2_1,1,1.9
nor2b_1,1,3.1
o21a_1,1,3.7
o311ai_1,1,4.3
o31ai_2,1,6.2
o32ai_2,1,8.1
==> critical path, delay by kind of cell <==
family,cells,cell delay (ns)
buffers and inverters,3,0.76
and+or+nand+nor,2,0.44
AOI/OAI and AO/OA,1,0.21
==> logic make-up (layout without fill, tap and decap cells) <==
family,after synthesis,count (layout),synth area share (%)
AND-OR/OR-AND,9,9,40.37
other,1,1,1.862
AND/OR/NAND/NOR,13,13,46.58
buffers and inverters,3,20,11.18
==> final cells by class <==
cell class                 count  area [sq um]  area share, %
timing repair buffer          19         177.7          39.44
multi-input combinational     23         211.5          46.94
inverter                       1         3.754         0.8333
tap                           46         57.56          12.78
Power figures rest on the tool's default switching activity, not on a simulated workload.
