==> design/flow/design.v <==
module ImmGen (
    input  [31:0] instr,      
    output reg [31:0] imm_out  
);
    always @(*) begin
        case (instr[6:0]) 
            7'b0010011:  
                imm_out = {{20{instr[31]}}, instr[31:20]};  
            7'b1100011:  
                imm_out = {{19{instr[31]}}, instr[31], instr[7], instr[30:25], instr[11:8], 1'b0};  
            default:
                imm_out = 32'b0;
        endcase
    end
endmodule
==> design/flow/run.sh <==
#!/bin/bash
# OpenROAD 26Q1-2900-gdf79404cd8, Yosys 0.63+post, stock flow scripts
make -C /OpenROAD-flow-scripts/flow DESIGN_CONFIG=/design/flow/config.mk WORK_HOME=/design/flow/orfs finish
==> design/flow/config.mk <==
export PLATFORM = sky130hd
export DESIGN_NAME = ImmGen
export DESIGN_NICKNAME = ImmGen
export VERILOG_FILES = /design/flow/design.v
export SDC_FILE = /design/flow/constraint.sdc
export NUM_CORES = 4
export LEC_CHECK = 1
export CORE_AREA = 10 10 70 70
export DIE_AREA = 0 0 80 80
==> design/flow/constraint.sdc <==
current_design ImmGen

set clk_period 2.0
set clk_io_pct 0.2

create_clock -name clk0 -period $clk_period

set non_clock_inputs [all_inputs -no_clocks]
set_input_delay [expr $clk_period * $clk_io_pct] -clock clk0 $non_clock_inputs
set_output_delay [expr $clk_period * $clk_io_pct] -clock clk0 [all_outputs]
==> results.json <==
{
  "syn_inst": 58,
  "power.density_nw_per_um2": 97.64,
  "fin_util_pct": 32.56,
  "dr.pass1.iters": 2,
  "hold_buffers": 0,
  "critPathBufInv": 5,
  "post-route-period-util_pct": 103.8,
  "hold_ws_ps": 1296,
  "die-area_um2": 6400,
  "clockBufferCount": 0,
  "worstSetupPathType": "input pin to output port",
  "hpwlAfterDp_um": 1649,
  "routabilityCongestion": 0.6704,
  "area_growth_pct": 146.3,
  "synth_cell_types": 12,
  "cap_violations": 0,
  "tightest_slew_ps": 266.3,
  "rsz0062_at_grt": "yes",
  "wire_per_inst_um": 13.58,
  "synth_area_per_cell_um2": 7.788,
  "status": "finished with violations",
  "antenna_found_initial": 0,
  "cp_common_cell": "buf_6",
  "dp_cells": 144,
  "flops": 0,
  "fin_area_um2": 1112,
  "vias": 611,
  "finalPower_mw": 0.1086,
  "seqCellArea_um2": 0,
  "drc": 0,
  "die_x_um": 80,
  "seq_area_frac_synth_pct": 0,
  "finalSetupViolCount": 5,
  "setup.worst_path.start": "instr[6]",
  "critPathSlowestCell": "or3b_4",
  "tool_warnings": 43,
  "instances_no_fill": 157,
  "grt_max_degree": 12,
  "grt_pass1_vias": 669,
  "fp-row-count": 21,
  "dpl_cell_area_um2": 973.4,
  "critPathCaptureType": "output port",
  "num_io_pins": 64,
  "top_area_cell": "buf_4",
  "drt_wl_total_um": 2132,
  "slowest_delay_ps": 410,
  "vias_per_cell": 3.892,
  "critical_path_required_ps": 1600,
  "finalWorstSetupSlack_ps": -76.25,
  "pre_cts_ws_ps": -665.0,
  "violations": "negative setup slack",
  "period_needed_ps": 2076,
  "ys_cells": 58,
  "grt_overflow": 0,
  "relSlewSlack_pct": 82.19,
  "crit_cells": 7,
  "grt_pass1_wl_um": 3312,
  "top_cell_area_share_pct": 31.58,
  "fmax_mhz": 481.6,
  "initial_utilization_pct": 13.22,
  "drv_slew": 0,
  "grt_use_total_pct": 6.120,
  "n_antenna_cell": 0,
  "p_leak_nw": 0.5108,
  "drt_iter0_drc": 28,
  "die_h_um": 80,
  "layout-drive-gt1-share_pct": 54.95,
  "worstSetupStartpointType": "input pin",
  "drtAntennaViolNets": 0,
  "ir_drop_mv": 0.05439,
  "syn_area_um2": 451.7,
  "core_um2": 3416,
  "cp_data_arrival_time_ps": 1680,
  "min-delay-path-class": "input pin to output port",
  "endpoint": "imm_out[27]",
  "port_buffers": 56,
  "synthTopCellsByArea": "buf_4, a211oi_2, nand4bb_1",
  "tns_ps": -286.8,
  "yosys_warnings": 1,
  "ys_area_um2": 451.7,
  "hold_viol": 0,
  "cp_cell_sequence": "buf_6 > or3b_4 > a211oi_4 > buf_2 > buf_6 > buf_6 > buf_6",
  "cp_max_fo": 4,
  "worst_path_dominant_cell_family": "buffers and inverters"
}
## routing by layer
metal,global-route usage (%),routed length (µm)
met2,9.711,989
met3,3.068,285
met1,7.718,857
met5,0,0
met4,0,0
## worst min-delay path by stage
stage,start,end,cells after the start
CTS,instr[6],imm_out[17],5
global route,instr[6],imm_out[30],5
finish,instr[6],imm_out[30],5
## synthesized netlist by cell type
master and number:
buf_2 3, buf_4 19, nand4bb_1 6, clkbuf_1 1, nand3b_2 1, nand4b_1 5
buf_6 1, or3b_1 1, inv_1 8, nor3_1 1, a211oi_2 7, a21oi_1 5
## timing repair
item | in CTS | in global routing
setup endpoints to repair | 32 | 23
hold endpoints to repair | 0 | 0
pin swaps | 3 | 2
resized | 129 | 3
buffers inserted | 13 | 2
cloned | 3 | 0
## final cells by class
type,count,area [µm²]
fillers,359,2303
repair buffers,77,724.4
inverters,8,30.03
well taps,46,57.56
multi-input cells,26,300.3
## power breakdown
group	total (mW)	switching, mW	internal [mW]
Combinational	0.109	0.0378	0.0709
Sequential	0	0	0
Clock	0	0	0
Total	0.109	0.0378	0.0709
## kinds of logic (layout without fill, tap and decap cells)
family / count (synthesis) / in the layout / share of synthesized area (%)
buf+inv: 32 / 85 / 44.87
compound gates: 12 / 12 / 24.93
simple gates: 14 / 14 / 30.19
## cells in the final DEF (no fill, tap or decap), types with 2 or more instances in the layout
cell type | Yosys | final
nand4bb_1 | 6 | 5
clkdlybuf4s15_1 | 0 | 3
a211oi_2 | 7 | 6
clkdlybuf4s50_1 | 0 | 16
inv_1 | 8 | 7
buf_2 | 3 | 8
nand4b_1 | 5 | 5
buf_6 | 1 | 21
dlygate4sd2_1 | 0 | 12
a21oi_2 | 0 | 3
a21oi_1 | 5 | 2
buf_4 | 19 | 14
No activity file was given, so power comes from the tool's default toggle rates.
